### flow/run.sh
#!/bin/bash
# OpenROAD 26Q1-2900-gdf79404cd8, Yosys 0.63+post, stock flow scripts
make -C /OpenROAD-flow-scripts/flow DESIGN_CONFIG=/design/flow/config.mk WORK_HOME=/design/flow/orfs finish
### flow/config.mk
export PLATFORM = sky130hd
export DESIGN_NAME = Single_Port_Ram
export DESIGN_NICKNAME = Single_Port_Ram
export VERILOG_FILES = /design/flow/design.v
export SDC_FILE = /design/flow/constraint.sdc
export NUM_CORES = 4
export LEC_CHECK = 1
export CORE_UTILIZATION = 50
### flow/constraint.sdc
current_design Single_Port_Ram

set clk_period 2.1
set clk_io_pct 0.2

create_clock -name clk0 -period $clk_period [get_ports {clk}]

set non_clock_inputs [all_inputs -no_clocks]
set_input_delay [expr $clk_period * $clk_io_pct] -clock clk0 $non_clock_inputs
set_output_delay [expr $clk_period * $clk_io_pct] -clock clk0 [all_outputs]
### flow/design.v
`timescale 1ns / 1ps
module Single_Port_Ram(clk,data,addr,we,re);
input clk,we,re;
input [3:0]addr;
inout [7:0]data;
reg [7:0] temp;
reg [7:0]Mem[15:0];
assign data=(re && !we)?temp:8'bz;
always@(posedge clk)
  begin
     if(we && !re)
	     Mem[addr] <= data;
	  else if(!we && re)
	     temp <= Mem[addr];
  end
endmodule
==> results.json <==
{
  "dp_hpwl_um": 6350,
  "firstError": "[error] [KeplerFormal.cpp:679] Workflow failed: Iso has multiple drivers: .data0, data[0]$_DFFE_PP_.Q0",
  "yosysCellCount": 233,
  "htreeDepth": 4,
  "clockBufferDepth": 2,
  "netlist_area_um2": 5360,
  "ioPinCount": 15,
  "syn_inst": 233,
  "cts.sinks": 136,
  "post_cts_buffers": 0,
  "cts_buffers": 17,
  "fp_util_pct": 51.7,
  "cts_resized": 0,
  "cts_hold_buffers": 0,
  "io_buffers": 6,
  "ys_area_um2": 5360,
  "pre_cts_slack_ps": -187,
  "failing_step": "4_1_cts",
  "synth_cell_type_count": 20,
  "placementRows": 37,
  "yosys_register_bits": 136,
  "syn_avg_cell_area_um2": 23.0,
  "outcome": "stopped before the end",
  "die_y_um": 106,
  "synth.yosys.warnings": 2,
  "ys_seq_share_pct": 76.2,
  "gp_congestion": 0.833,
  "clock-root-buffer": "clkbuf_8",
  "die_w_um": 106
}
==> per-stage QoR <==
| step | instances | hold WS [ps] | cell area [um2] | utilization (%) |
|---|---|---|---|---|
| 3_3_place_gp | 393 | 674 | 5680 | 54.8 |
| 2_1_floorplan | 233 | 601 | 5370 | - |
| 3_5_place_dp | 393 | 678 | 5680 | 54.8 |
==> cells in the mapped netlist (all sizes together) <==
master,n,area (um2)
a22oi,16,120
nand2,9,33.8
and2b,1,7.51
clkbuf,6,76.3
nand4b,1,8.76
buf,5,73.8
or4b,1,13.8
nor2b,2,12.5
clkdlybuf4s25,1,10.0
edfxtp,136,4080
bufbuf,1,18.8
and2,1,6.26
nand2b,2,12.5
mux4,32,792
nor2,13,48.8
nand4bb,2,22.5
nor3,4,20.0
==> cells by family after synthesis <==
group	Yosys count	synth area share, %
buffers and inverters	13	3.34
multiplexers	32	14.8
flip-flops	136	76.2
AND/OR/NAND/NOR	36	3.48
AND-OR/OR-AND	16	2.24
