--- ./config.mk ---
export PLATFORM = sky130hd
export DESIGN_NAME = detector
export DESIGN_NICKNAME = detector
export VERILOG_FILES = /design/flow/design.v
export SDC_FILE = /design/flow/constraint.sdc
export NUM_CORES = 4
export LEC_CHECK = 1
export CORE_AREA = 10 10 70 70
export DIE_AREA = 0 0 80 80
--- ./constraint.sdc ---
current_design detector

set clk_period 1.6
set clk_io_pct 0.2

create_clock -name clk0 -period $clk_period [get_ports {clk}]

set non_clock_inputs [all_inputs -no_clocks]
set_input_delay [expr $clk_period * $clk_io_pct] -clock clk0 $non_clock_inputs
set_output_delay [expr $clk_period * $clk_io_pct] -clock clk0 [all_outputs]
--- ./design.v ---
`timescale 1ns / 1ps
module detector(z,clk,x);
input clk,x;
output reg z;
reg [2:0]state;
parameter a=0;
parameter b=1;
parameter c=2;
parameter d=3;
parameter e=4;
initial state<=a;
always @(posedge clk )
    begin 
       case(state)
		         a:begin
			         if(x)
						    begin
							   state<=b;
								z<=1'b0;
							 end
						else
						    begin 
							   state<=a;
								z<=1'b0;
							 end
						end
		         b:begin
			         if(x)
						    begin
							   state<=c;
								z<=1'b0;
							 end
						else
						    begin 
							   state<=a;
								z<=1'b0;
							 end
						end
		         c:begin
			         if(x==1)
						    begin
							   state<=b;
								z<=1'b0;
							 end
						else
						    begin 
							   state<=d;
								z<=1'b0;
							 end
						end
		         d:begin
			         if(x)
						    begin
							   state<=e;
								z<=1'b0;
							 end
						else
						    begin 
							   state<=a;
								z<=1'b0;
							 end
						end
		         e:begin
			         if(x==1)
						    begin
							   state<=a;
								z<=1'b1;
							 end
						else
						    begin 
							   state<=a;
								z<=1'b0;
							 end
						end
       endcase
    end
endmodule
--- ./run.sh ---
#!/bin/bash
# OpenROAD 26Q1-2900-gdf79404cd8, Yosys 0.63+post, stock flow scripts
make -C /OpenROAD-flow-scripts/flow DESIGN_CONFIG=/design/flow/config.mk WORK_HOME=/design/flow/orfs finish
==> impl_metrics.ini <==
; yosys + openroad results
[synthesis]
post_synth_inst_count = 17
yosysSeqAreaShare_pct = 62.3
yosysTopAreaCell = edfxtp_1
ys_cells = 17
synth_top_area_share_pct = 62.3
yosys-stat-area_um2 = 193
postSynth.asyncResetShare_pct = 0
post_synth_main_area_contributors = edfxtp_1 62%, o21ai_0 7.8%, and4b_2 5.8%
synth.avg_cell_area_um2 = 11.3
synth.lib_cells_used.distinct = 10
ff_type = edfxtp_1
synth-warning-count = 1
netlist_area_um2 = 193
synth.cells.most_frequent = 4 x edfxtp_1, 3 x o21ai_0, 2 x a21oi_1, 2 x nand2_1
synth-edff-count = 4
numSynthFlops = 4
synth_top_cell_by_count = edfxtp_1

[detailed_routing]
antenna_cells_inserted = 0
initialDrtViolationCount = 35
finalWirelength_um = 380
dr_vias_cell = 2.10
first_pass_iters = 4
ant_nets = 0
vias = 143
drt_drc_violations_left = 0
routed_wire_length_per_instance_um = 5.59

[placement]
gp_congestion = 0.739
dpl-instance-area_um2 = 270
portBuffers = 2
dpl_worst_slack_ps = 237

[setup_path]
setup.reg_to_reg.worst_slack_ps = 380
end_kind = output port
timing.rr.end = state[1]$_DFFE_PP_
setup.worst_path.start_class = register
data_arrival_time_of_the_worst_path_ps = 990
crit_path_max_incr_delay_ps = 450
critical_path_depth = 1
timing.rr.start = state[0]$_DFFE_PP_
path_delay_family = buffers and inverters
worst-path-buf-inv = 1
r2r_cells = 1
cp_data_required_time_ps = 1280
crit_path_top_delay_cell = clkdlybuf4s50_1
critical_path_cell_list = clkdlybuf4s50_1
criticalPathCategory = reg2out
worst_path_max_fanout = 1

[cts]
clkTransAtPathRegs_ps = 40
clk_root_buffer_cell = clkbuf_4
ctsLongestPathBuffers = 2
quantity_of_hold_fixing_buffers_added_after_cts = 0
cts_num_sinks = 4
post-cts-setup-buffers = 0
cts_htree_levels = 1
cts_repair_resize_count = 0
number_of_buffers_inserted_during_clock_tree_synthesis = 3
clk-insertion-delay-late_ps = 230
tritoncts_clock_tree = built

[power]
ir_drop_mv = 0.230
p_total_mw = 0.409
total_leakage_power_nw = 0.0884
power_per_cell_area_nw_per_um2 = 1400

[global_routing]
global_route.usage.total_pct = 1.40
total_overflow_reported_by_the_global_router = 0
largest_net_degree_at_the_start_of_global_routing = 9
grt_antenna_before_repair = 0
grt_pass1_vias = 161
grt_first_pass_wirelength_um = 696

[sta]
finalSetupViolCount = 0
period_used_pct = 81.9
hold_violations = 0
relSlewSlack_pct = 72.7
layout_min_cycle_time_ps = 1310
worst_setup_skew_after_layout_ps = 0.890
grt_setup_unrepaired = no
fin_setup_tns_ps = 0
max_freq_ghz = 0.763
worst_margin_slew_ps = 406
finalMaxSlewViolations = 0
final_critical_path_setup_slack_ps = 289

[floorplanning]
starting_density_of_the_core_pct = 5.64
die_area_um2 = 6400
top_level_ports = 3
floorplan.die.height_um = 80
die_width_um = 80
design.core.area_um2 = 3420
rows = 21

[layout]
share_of_final_layout_standard_cells_stronger_than_drive_strength_1_pct = 18.2
area.growth.synth_to_final_pct = 51.9
finish.instance_area_um2 = 293
final_core_utilization_pct = 8.57

[hold_path]
holdPathEnd = state[1]$_DFFE_PP_
holdPathStages = 1
worst_hold_path_type = reg2reg
holdCritStartpoint = state[2]$_DFFE_PP_

[run]
tool_warnings = 25
drv.max_cap_violation_count = 0

[outcome]
run_status = finished clean
-- power by group --
part	switching, mW	internal, mW
clock network	0.0391	0.0838
registers	0.0488	0.165
logic	0.0265	0.0453
total	0.114	0.294
-- registers in the layout, indices dropped and copies added, names as in the netlist --
| signal | flops |
|---|---|
| state | 3 |
| z | 1 |
-- area by class of cell --
| class | count | area (um2) |
|---|---|---|
| repair buffers | 2 | 20.0 |
| flip-flops and latches | 4 | 120 |
| clock buffers | 3 | 22.5 |
| well taps | 46 | 57.6 |
| fillers | 398 | 3120 |
| multi-input cells | 13 | 72.6 |
-- layer usage --
metal	wire length (um)	share of wire [%]	global-route usage [%]
met3	73	19	1.48
met5	0	0	0
met2	144	38	1.52
met4	0	0	0.704
met1	161	42	1.61
-- stage by stage --
stage	hold WS, ps	cells
3_5_place_dp	664	65
5_1_grt	721	68
6_report	682	68
4_1_cts	669	68
3_3_place_gp	640	65
2_1_floorplan	563	17
-- worst max path at each step --
| stage | start | end | slack (ps) |
|---|---|---|---|
| global route | state[0]$_DFFE_PP_ | state[1]$_DFFE_PP_ | 250 |
| CTS | z$_DFFE_PP_ | z | 270 |
| finish | z$_DFFE_PP_ | z | 290 |
-- cells in the final DEF (no fill, tap or decap) --
master,Yosys,routed
edfxtp_1,4,4
o21ai_0,3,3
clkbuf_4,0,3
nand2_1,2,2
a21oi_1,2,2
clkdlybuf4s50_1,0,2
and4b_2,1,1
nor2_1,1,1
nand3b_1,1,1
nand2b_1,1,1
nor2b_1,1,1
nor3_1,1,1
-- logic make-up (layout without fill, tap and decap cells) --
logic type             count (synthesis)  after routing  synth area share [%]
and+or+nand+nor                        8              8                  24.7
AOI/OAI and AO/OA                      5              5                  13.0
DFF                                    4              4                  62.3
buffers and inverters                  0              5                     0
Power is estimated from default activity; no workload was simulated.
