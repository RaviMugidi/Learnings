**flow/config.mk**
```make
export PLATFORM = sky130hd
export DESIGN_NAME = Sync_FIFO
export DESIGN_NICKNAME = Sync_FIFO
export VERILOG_FILES = /design/flow/design.v
export SDC_FILE = /design/flow/constraint.sdc
export NUM_CORES = 4
export LEC_CHECK = 1
export CORE_UTILIZATION = 40
```
**flow/constraint.sdc**
```tcl
current_design Sync_FIFO

set clk_period 5.7
set clk_io_pct 0.2

create_clock -name clk0 -period $clk_period [get_ports {clk}]

set non_clock_inputs [all_inputs -no_clocks]
set_input_delay [expr $clk_period * $clk_io_pct] -clock clk0 $non_clock_inputs
set_output_delay [expr $clk_period * $clk_io_pct] -clock clk0 [all_outputs]
```
**flow/design.v**
```verilog
`timescale 1ns / 1ps
module Sync_FIFO(data_out,full,empty,data_in,clk,rst_a,wr_en,rd_en);
parameter data_width= 8;
parameter address_width= 4;
parameter ram_depth = 16;
output reg [data_width-1:0] data_out;
output full,empty;
input clk,rst_a,wr_en,rd_en;
input [data_width-1:0] data_in;
reg [address_width-1:0] wr_pointer;
reg [address_width-1:0] rd_pointer;
reg [address_width:0] status_count;
wire [data_width-1:0] data_ram;
always@(posedge clk,posedge rst_a)
  begin
    if(rst_a)
	   wr_pointer =0;
	 else
	   begin
		  if(wr_en)
		    wr_pointer = wr_pointer+1;
		end
  end
always@(posedge clk or posedge rst_a)
 begin
   if(rst_a)
	  rd_pointer =0;
	 else
	   begin
		  if(rd_en)
		    rd_pointer = rd_pointer+1;
		end
 end
 always@(posedge clk, posedge rst_a)
  begin
    if(rst_a)
	   data_out =0;
	 else
	   begin
		  if(rd_en)
		    data_out = data_ram;
		end
  end
always@(posedge clk,posedge rst_a)
 begin
  if(rst_a)
    status_count =0;
  else if((wr_en && !rd_en) && (status_count !=ram_depth))
       status_count = status_count+1;
  else if((!wr_en && rd_en) && (status_count !=0))
       status_count = status_count-1;
 end
 assign full =(status_count==(ram_depth));
 assign empty = (status_count == 0);
 Dua_port_Ram UUT(.we(wr_en),.re(rd_en),.clk(clk),.re_addr(rd_pointer),.wr_addr(wr_pointer),.din(data_in),.dout(data_ram));
endmodule
module Dua_port_Ram(we,re,clk,re_addr,wr_addr,din,dout);
  input we,re,clk;
  input [3:0]re_addr,wr_addr;
  input [7:0]din;
  output reg [7:0]dout;
  reg [7:0]Mem[15:0];
  always@(posedge clk) 
  begin
   if(we) Mem[wr_addr] <= din;
	if(re) dout <= Mem[re_addr];
  end
endmodule
```
**flow/run.sh**
```bash
#!/bin/bash
# OpenROAD 26Q1-2900-gdf79404cd8, Yosys 0.63+post, stock flow scripts
make -C /OpenROAD-flow-scripts/flow DESIGN_CONFIG=/design/flow/config.mk WORK_HOME=/design/flow/orfs finish
```
==> COMMIT_EDITMSG <==
Store results of the implementation flow

- # setup viols final: 0
* Power per cell area: 474 mW/mm2
- In the synthesis report, Yosys lists the chip area as 0.00645 mm2.
* Fin crit share: 0.671
- Total global-route track usage: 0.148
- Worst-path fanout max: 20
* Top Layout Cells: sky130_fd_sc_hd__edfxtp_1 (136), sky130_fd_sc_hd__mux4_1 (30), sky130_fd_sc_hd__clkdlybuf4s50_1 (21), sky130_fd_sc_hd__dfrtp_1 (20)
- Walking the worst path, the cells encountered are clkdlybuf4s50_1 > inv_1 > nor2_1 > o21ai_0 > ha_1 > and3_1 > or3_1 > a311oi_1 > nor3_1.
- Number of buffers on the longest clock path: 2
* DRC violations left: 0
* Number of buffers inserted during clock tree synthesis: 17
- Setup CP Type: in2reg
- Clock period minus worst slack: 3.83 ns
* Resized cells post-CTS: 0
- Across all checked pins, the minimum headroom to the slew limit is 0.433.
* Width of the chip: 129 um
- Peak ir drop on the vdd network: 0.000246 V
- Final wirelength: 10400 um
- The vertical die dimension reported for this design is 129 um.
- Sequential area share after synthesis: 0.714
* Most frequent logic cell in the layout: sky130_fd_sc_hd__edfxtp_1
* Sum of negative setup slack: 0 ns
- In the routed layout, each cell is associated on average with a via count of 5.20.
* Flip-flop cell with the highest count after synthesis: sky130_fd_sc_hd__edfxtp_1
* Routed len/inst: 18.3 um
* Setup fix buffers added after clock tree synthesis: 0
* Chip footprint: 0.0166 mm2
* Highest clock rate: 0.261 GHz
* Number of nets still failing antenna checks after routing: 0
* Slew at the pin with the worst max-slew slack: 0.849 ns
- R2r startpoint: status_count[0]$_DFFE_PP0P_
* Clock sink count: 157
- In the final run the clock tree shows a worst skew of 0.00688 ns.
- The violation tally recorded at the end of detailed-routing iteration 0 is 142.
- OpenROAD emitted warnings numbering 28.
- Vias: 2956
- Number of antenna violations at the first check in global routing: 0
- Finished Core Util: 0.469
* Startpoint of the lowest-slack hold path: UUT.dout[0]$_DFFE_PP_
- The H-tree generated during clock tree synthesis spans 4 levels.
* Result of the run: complete, no violations
- After synthesis the netlist holds a flip-flop and latch count of 157.
- In the floorplan report the effective utilization is 0.408.
* Global-route congestion overflow total: 0
* Source of the critical timing path: wr_en
- # IOs: 22
- MaxCap Viol Count: 0
- Setup repair after global routing left no endpoint under its margin.
- After clock tree synthesis, the flow added hold-fix buffers numbering 0.
- Largest net degree at the start of global routing: 36
- Master of the slowest instance on the critical path: sky130_fd_sc_hd__clkdlybuf4s50_1
- Endpoints failing hold in the final report were tallied at 0.
- In the Yosys report the total cell count is 314.
* Number of instances in the synthesized netlist: 314
* Synthesized area per cell: 20.6 um2
* Critical path required time: 5.99 ns
- STA classifies the critical path startpoint as a primary input.
* Clock tree from TritonCTS: done
- Area growth syn-to-layout: 14.9%
- Per the final layout report, the fraction of cells sized above drive strength 1 comes to 0.142.
- For the worst setup path, the data arrival time is 4.12 ns.
- Clock latency of the later-clocked register in the worst-skew pair: 0.42 ns
* Combined area of all synthesized cells: 0.00645 mm2
* Count of yosys warnings during synthesis: 2
- First-pass GRT wire length: 16700 um
* Async SR Flop Fraction: 0.134
- Number of max-slew violations in the final report: 0
- Number of buffers inserted by port buffering: 21
- Checking hold timing, the worst path is listed with class reg2reg.
* Crit path largest cell delay: 0.92 ns
- The registers of the reported paths see a clock transition of 0.06 ns.
- According to the floorplan log, the row count is 46.
- Area of the core: 0.0158 mm2
* Leakage power: 2.54 nW
* DP Wirelength: 6950 um
- Pre-antenna DRT Iters: 5
- Count of library flops with an enable pin: 136
* N_diodes: 0
* GP Congestion: 0.780
- Filler cells: 1257
- Critical Path End Type: flip-flop
- The number of different library cells used by synthesis comes to 38.
- The number of global-route vias before repair is 3087.
- Root buf cell: sky130_fd_sc_hd__clkbuf_16
## routing by layer
metal / vias up / track usage / share of wire
li1: 1350 / - / -
met1: 1481 / 0.225 / 0.43
met2: 108 / 0.218 / 0.46
met5: - / 0 / 0
met3: 17 / 0.0744 / 0.090
met4: 0 / 0.0173 / 0.015
## stage by stage
step	hold slack, ns	power (W)	cell area [um2]	cells	setup slack (ns)
2_1_floorplan	0.454	0.00223	6450	314	2.48
3_3_place_gp	0.460	0.00249	6870	538	1.62
3_5_place_dp	0.464	0.00250	6870	538	1.49
4_1_cts	0.479	0.00356	7420	568	1.92
5_1_grt	0.492	0.00370	7420	568	1.63
6_report	0.473	0.00352	7420	568	1.87
## logic make-up after synthesis
kind of cell | synth area share
simple gates | 0.0382
buf+inv | 0.0180
mux | 0.179
xor+xnor | 0.0122
fa+ha+maj | 0.0186
flops | 0.714
compound gates | 0.0198
## worst max-delay path, delay by kind of cell
family          cells  cell delay, ns
compound gates      2            0.56
fa+ha+maj           1            0.41
buf+inv             2            1.14
simple gates        4            0.85
## path summary, 6_finish.rpt
check | slack [ns] | cells after the start | end
max | 1.87 | 9 | status_count[3]$_DFFE_PP0P_
min | 0.47 | 1 | data_out[0]$_DFFE_PP0P_
max reg2reg | 2.57 | 7 | status_count[3]$_DFFE_PP0P_
min reg2reg | 0.47 | 1 | data_out[0]$_DFFE_PP0P_
max in group asynchronous | 3.92 | 2 | rd_pointer[0]$_DFFE_PP0P_
min in group asynchronous | 1.20 | 2 | data_out[7]$_DFFE_PP0P_
## cell usage after synthesis (4+ instances only)
cell | count | share of area
sky130_fd_sc_hd__o21ai_0 | 4 | 0.0031
sky130_fd_sc_hd__xnor2_1 | 5 | 0.0068
sky130_fd_sc_hd__ha_1 | 8 | 0.016
sky130_fd_sc_hd__mux4_2 | 10 | 0.035
sky130_fd_sc_hd__edfxtp_1 | 136 | 0.63
sky130_fd_sc_hd__xor2_1 | 4 | 0.0054
sky130_fd_sc_hd__mux4_1 | 30 | 0.12
sky130_fd_sc_hd__clkbuf_1 | 10 | 0.0058
sky130_fd_sc_hd__nand2_1 | 6 | 0.0035
sky130_fd_sc_hd__nor2_1 | 7 | 0.0041
sky130_fd_sc_hd__dfrtp_1 | 21 | 0.081
sky130_fd_sc_hd__and2_1 | 17 | 0.016
sky130_fd_sc_hd__inv_1 | 6 | 0.0035
sky130_fd_sc_hd__mux2_2 | 10 | 0.017
sky130_fd_sc_hd__a21oi_1 | 4 | 0.0031
## layout make-up
| cell class | instances | area (um2) | area share |
|---|---|---|---|
| clock inverter | 11 | 121 | 0.0164 |
| inverter | 6 | 22.5 | 0.00304 |
| sequential | 157 | 4610 | 0.621 |
| multi-input combinational | 135 | 1730 | 0.233 |
| tap | 216 | 270 | 0.0364 |
| timing repair buffer | 24 | 233 | 0.0314 |
| clock buffer | 19 | 433 | 0.0583 |
## flip-flops by register name, indices dropped and copies added (netlist names)
name,count
UUT.dout,8
UUT.Mem,128
data_out,8
wr_pointer,4
status_count,5
rd_pointer,4
## power by group
| part | internal, W | leakage, nW | switching, W |
|---|---|---|---|
| sequential | 0.00147 | 1.48 | 0.000125 |
| clock | 0.000638 | 0.272 | 0.000418 |
| combinational | 0.000477 | 0.790 | 0.000392 |
| total | 0.00258 | 2.54 | 0.000936 |
Power is estimated from default activity; no workload was simulated.
